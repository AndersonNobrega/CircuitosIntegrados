$ cat design/flow/constraint.sdc
current_design ALU_74181

set clk_period 5.0
set clk_io_pct 0.2

create_clock -name clk0 -period $clk_period

set non_clock_inputs [all_inputs -no_clocks]
set_input_delay [expr $clk_period * $clk_io_pct] -clock clk0 $non_clock_inputs
set_output_delay [expr $clk_period * $clk_io_pct] -clock clk0 [all_outputs]
$ cat design/flow/config.mk
export PLATFORM = sky130hd
export DESIGN_NAME = ALU_74181
export DESIGN_NICKNAME = ALU_74181
export VERILOG_FILES = /design/flow/design.v
export SDC_FILE = /design/flow/constraint.sdc
export NUM_CORES = 4
export LEC_CHECK = 1
export CORE_UTILIZATION = 40
$ cat design/flow/design.v
module ALU_74181(
    input logic[3:0] a,                  
    input logic[3:0] b,                  
    input logic[3:0] select,             
    input bit mode_control,              
    input bit carry_in,                  
    output logic[3:0] function_output,   
    output bit comparator_output,        
    output bit carry_generate,           
    output bit carry_propagate,          
    output bit carry_out                 
);
    logic[4:0] temp_output;
    bit carry_temp;
    always_comb
        begin
            carry_temp = ~carry_in;
            if(mode_control) 
                begin
                    case(select)
                        4'b0000: temp_output = ~a;
                        4'b0001: temp_output = ~a | ~b;
                        4'b0010: temp_output = ~a & b;
                        4'b0011: temp_output = 0;
                        4'b0100: temp_output = ~(a & b);
                        4'b0101: temp_output = ~b;
                        4'b0110: temp_output = a ^ b;
                        4'b0111: temp_output = a & ~b;
                        4'b1000: temp_output = ~a | b;
                        4'b1001: temp_output = ~a ^ ~b;
                        4'b1010: temp_output = b;
                        4'b1011: temp_output = a & b;
                        4'b1100: temp_output = 1;
                        4'b1101: temp_output = a | ~b;
                        4'b1110: temp_output = a | b;
                        4'b1111: temp_output = a;
                    endcase
                end 
            else 
                begin
                    case(select)
                        4'b0000: temp_output = a + carry_temp;
                        4'b0001: temp_output = (a | b) + carry_temp;
                        4'b0010: temp_output = (a | ~b) + carry_temp ;
                        4'b0011: temp_output = -1 + carry_temp;
                        4'b0100: temp_output = a + (a & ~b) + carry_temp;
                        4'b0101: temp_output = (a | b) + (a & ~b) + carry_temp;
                        4'b0110: temp_output = a - b - 1 + carry_temp;
                        4'b0111: temp_output = (a & b) -1 + carry_temp;
                        4'b1000: temp_output = a + (a & b) + carry_temp;
                        4'b1001: temp_output = a + b + carry_temp;
                        4'b1010: temp_output = (a | ~b) + (a & b) + carry_temp;
                        4'b1011: temp_output = (a & b) -1 + carry_temp;
                        4'b1100: temp_output = a + a + carry_temp;
                        4'b1101: temp_output = (a | b) + a + carry_temp;
                        4'b1110: temp_output = (a | ~b) + a + carry_temp;
                        4'b1111: temp_output = a - 1 + carry_temp;
                    endcase
                end
        end
    assign function_output = temp_output[3:0];
    assign carry_out = ~(temp_output[4] & ~mode_control);
    assign carry_propagate = (~carry_out | (&function_output | ~|function_output)) & ~mode_control;
    assign carry_generate = ~carry_out;
    assign comparator_output = &(~function_output);
endmodule
$ cat design/flow/run.sh
#!/bin/bash
# OpenROAD 26Q1-2900-gdf79404cd8, Yosys 0.63+post, stock flow scripts
make -C /OpenROAD-flow-scripts/flow DESIGN_CONFIG=/design/flow/config.mk WORK_HOME=/design/flow/orfs finish
==> results_slide.txt <==
Physical Implementation Snapshot

Die
  – Die area: around 7400 sq um
  – IO Pins: 22
  – Chip height: roughly 86 microns
  – Site row count: 30
  – Core area: 6790 sq um
  – Die Wd: 85.8 microns
  – Fp_density: approximately two fifths

Final layout
  – Most numerous logic cell after layout: buf_4
  – Final instance area: roughly 4800 sq um
  – Dominant logic cell types in the final layout: buf_4 (142), nand2_1 (33), nor2_1 (29), ha_4 (19), o21ai_0 (18)
  – Flop Count: 0
  – Share of layout cells above drive strength 1: 48.4%
  – Non-filler instance count after layout: 646
  – Area growth syn-to-layout: 70.4%
  – Reg area: 0 sq um
  – Clock buffer count in the final layout: 0

Route
  – 1st-iter DRT viols: 345
  – Vias per Instance: 5.95
  – N_diodes: 0
  – WL per Instance: 19.2 microns
  – Detail Route Antenna Nets: 0
  – DRC violations left: 0
  – Drt first pass iters: 5
  – Final WL: approximately 12000 microns
  – Via Count: about 3800

Yosys
  – Max-area cell share: 19.2%
  – Synth top area cells: ha_1 (19%), o21ai_0 (4.5%), nand2_1 (4.4%)
  – Dominant cell type by area after synthesis: ha_1
  – Syn Area/Cell: 7.02 sq um
  – Yosys warnings: 1
  – Synth cell types: 66
  – Mapped Cells: 400
  – Synth Seq Share: 0%
  – Ys cells: 400
  – Cell Area, Synth: 2810 sq um
  – Chip Area, Yosys: 2810 sq um

Flow run
  – Max Cap Viol: 0
  – Total tool warning count: ~58

Setup path
  – CP Capture Type: primary output
  – Buf/Inv on CP: 5
  – WS Path Type: in -> out
  – Crit-path cells: dlygate4sd2_1 -> inv_2 -> buf_4 -> ha_1 -> xor2_2 -> nand4b_1 -> nand2_1 -> xor2_1 -> o21ai_1 -> o31a_1 -> or4_4 -> inv_2 -> clkdlybuf4s50_1
  – CP required: 4.00 ns
  – Largest stage delay on the critical path: ~0.52 ns
  – Worst-path fanout max: 3
  – Critical Path Most Common Cell: inv_2
  – Top delay family on crit path: buffers and inverters
  – CP max-delay cell: or4_4
  – Worst EP arrival: 3.90 ns
  – Setup crit start kind: input port

STA
  – Final setup violation count: 0
  – Final Hold Fails: 0
  – Fin crit period: 4.90 ns
  – Worst setup margin: between 0.09 and 0.1 ns
  – Final Slew Violations: 0
  – Worst Tran Pin Value: roughly 0.5 ns
  – Max Clk Rate: slightly above 200 MHz
  – Max-slew headroom: 65.8%
  – Setup Total Neg Slack: 0 ns
  – Final period utilization: 98.1%
  – WHS: 3.03 ns

Global routing
  – Largest net degree at the start of global routing: 32
  – Total gr overflow: 0
  – Global-route wire length before repair: roughly 19000 microns
  – Initial antenna violation count: 0
  – Vias in the first global route: approximately 3600
  – GR Util All Layers: 34.4%

Placed design
  – Dpl ws: -0.742 ns
  – Final weighted congestion in routability-driven placement: a little over 1
  – DP HPWL: 9670 microns
  – Post-DP Area: slightly above 4000 sq um
  – Inst Count DP: around 630
  – Buffers on Ports: 22

Power
  – PD cells: 97.0 nW/um^2
  – Leakage: 2.08 nW
  – Peak supply drop: between 0.05 and 0.06 mV

Status
  – Outcome: finished clean

Worst hold path
  – HP Class: in -> out

CTS
  – Hold Buf Count CTS: 0
[cells in the mapped netlist, drive strengths merged, types with 5 or more instances]
master,n
ha,43
nand2,33
nor2,33
o21ai,26
inv,21
a21oi,19
buf,19
xnor2,13
nor3,12
clkbuf,11
xor2,11
mux2i,10
nand3,9
o211ai,9
a22oi,8
nand2b,8
nor2b,8
a31oi,7
nand3b,7
or2,7
and2,6
o2111ai,6
nor3b,5
o32ai,5
[per-layer routing]
layer | GRT usage [%] | routed length (microns)
met5 | 0 | 0
met4 | 7.12 | 410
met3 | 5.47 | 1120
met2 | 55.6 | 5530
met1 | 49.0 | 5340
[layout make-up]
cell class | instances | area, sq um
Tap cell | 96 | 120
Inverter | 21 | 83.8
Multi-Input combinational cell | 349 | 3100
Fill cell | 506 | 2010
Timing Repair Buffer | 180 | 1480
[worst paths after layout]
kind              from           endpoint  slack [ns]  depth (start not counted)
setup / recovery  a[2]  comparator_output         0.1                         13
hold / removal    a[1]    carry_propagate        3.03                          8
[cells by family (layout without fill, tap and decap cells)]
family	count (synthesis)	after routing	share of synthesized area, %
adders and majority gates	47	47	22.0
AOI/OAI and AO/OA	124	124	31.4
buffers and inverters	51	201	8.33
muxes	11	11	4.10
xor gates and xnor gates	24	24	7.49
and+or+nand+nor	143	143	26.7
[through the flow]
step	power, mW	utilization (%)
global placement	0.378	60.1
floorplan	0.192	-
finish	0.464	70.4
global route	0.496	70.4
detailed placement	0.378	60.1
CTS	0.417	65.5
[power breakdown]
group | switching, mW | total [mW] | leakage [nW] | internal, mW
clock | 0 | 0 | 0 | 0
combinational | 0.225 | 0.464 | 2.08 | 0.239
sequential | 0 | 0 | 0 | 0
[what timing repair did]
item                                    in CTS  in global routing
setup buffers                                4                 10
gates resized                              112                 69
cloned                                       0                  0
pin swaps                                   29                 24
endpoints found under the setup margin       8                  6
Power and IR drop assume default switching activity.
